===== flow/design.v =====
module fma16 (x, y, z, mul, add, negr, negz,
	      roundmode, result);
   input logic [15:0]  x, y, z;   
   input logic 	       mul, add, negr, negz;
   input logic [1:0]   roundmode;
   output logic [15:0] result;
   assign result = x[7:0]*y[7:0] + z;   
endmodule

===== flow/run.sh =====
#!/bin/bash
# OpenROAD 26Q1-2900-gdf79404cd8, Yosys 0.63+post, stock flow scripts
make -C /OpenROAD-flow-scripts/flow DESIGN_CONFIG=/design/flow/config.mk WORK_HOME=/design/flow/orfs finish

===== flow/config.mk =====
export PLATFORM = sky130hd
export DESIGN_NAME = fma16
export DESIGN_NICKNAME = fma16
export VERILOG_FILES = /design/flow/design.v
export SDC_FILE = /design/flow/constraint.sdc
export NUM_CORES = 4
export LEC_CHECK = 1
export CORE_UTILIZATION = 30

===== flow/constraint.sdc =====
current_design fma16

set clk_period 9.7
set clk_io_pct 0.2

create_clock -name clk0 -period $clk_period

set non_clock_inputs [all_inputs -no_clocks]
set_input_delay [expr $clk_period * $clk_io_pct] -clock clk0 $non_clock_inputs
set_output_delay [expr $clk_period * $clk_io_pct] -clock clk0 [all_outputs]

==> run notes <==
This note records the results obtained with Yosys and OpenROAD.

Status
The run finished with clean final reports.

Min path
The source of the worst hold timing path is z[0]. Checking hold timing, the worst path is listed with class in -> out.

Detailed routing
The wire length after detailed routing is 4820 um. Per the detail_route report, inserted antenna diodes total 0. In this run the remaining antenna-violating nets after routing total 0. TritonRoute reported its final design rule violation total as 0. The average routed wire per standard cell is 10.2 um. The violation tally recorded at the end of detailed-routing iteration 0 is 69. The number of vias in the routed layout is 2,142.

The ratio of routed vias to standard cells is 4.54. Before antenna repair, the detailed router went through 4 iterations.

Final layout
The share of the core filled with cells in the final layout is 38.7%. The sequential cell area in the final layout is 0 um2. According to the cell report, flip-flops and latches in the layout number 0.

The post-route netlist has 1.91% of its cells at a drive strength greater than 1. The layout clock buffer count is 0. The non-filler instance count after layout is 472. The final non-filler cell area is 3230 um2. The multi-input combinational cell area is 2240 um2. The area growth from synthesis to final layout is 23.0%. Counting the fill cells in the layout gives 865.

Setup path
The worst setup path is launched from an input pin. STA classifies the critical path endpoint as an output port. The worst setup path startpoint is x[2].

The maximum fanout encountered on the critical timing path is 8. Looking at the setup timing report, the critical path kind is in -> out. Data arrives at the worst endpoint at 6.73 ns. STA puts the critical path data required time at 7.76 ns.

Floorplanning
The horizontal die size is 95.5 um. The number of standard-cell rows in the floorplan is 33. The floorplan step set the die height to 95.5 um. The area of the core is 8340 um2. The I/O pin count is 70. The floorplan step records an initial core utilization of 31.5%. After floorplanning, the die was sized to cover 9120 um2.

Yosys
The dominant cell type by area after synthesis is fa_1. The synth_stat.txt file lists the number of cells as 321. Synthesis instantiated 38 different standard cells from the library. The most frequently used library cell after synthesis is inv_1. For this run, the chip area from Yosys synthesis comes to 2620 um2. The number of instances in the synthesized netlist is 321.

The synthesis log from Yosys contains 0 warnings. Per the synthesis report, the single largest cell type by area occupies 38.1% of cell area. The summed instance area of the synthesized netlist is 2620 um2. The sequential cell area fraction in the yosys report is 0%.

Yosys reports that the most numerous cell types are 100 x inv_1, 50 x fa_1, 36 x nand2_1. By area the synthesized netlist is led by fa_1 38%, ha_1 17%, inv_1 14%. For reference, the post-synthesis area per instance comes to 8.17 um2.

Global route
The total routing resource utilization after global routing is 11.4%. The aggregate global routing overflow is 0. The via count of the first global-routing pass is 1,850. The maximum number of pins on one net before global-route repair is 9. The initial antenna violation count was 0. The first-pass GRT wire length is 8040 um.

Timing
The final timing report lists a max-slew violation count of 0. The routed design could run at a clock period as short as 8.67 ns. Setup repair after global routing left no endpoint under its margin. At the pin with the least slew margin, the transition time is 0.333 ns.

Hold-check failures listed in the final report amount to 0. The final number of setup-violating endpoints is 0. After routing, the total negative slack on setup checks comes to 0 ns.

Checking max transition, the worst relative margin is 77.7%. The highest clock rate this design can be run at is 115 MHz. The share of the clock period used by the worst path after layout is 89.4%.

CTS
Post-CTS timing repair inserted 0 buffers for setup. The quantity of gates resized following cts is 0. The number of buffers added to fix hold violations after cts is 0.

Run
Per the run summary, max-cap violations total 0. The number of warnings in the stage logs is 54.

Power and ir drop
The worst IR drop on VDD is 0.120 mV. The total power after layout is 716 uW. The leakage component of the power is 1.67 nW. The power density over cell area is 222 nW/um2.

Placement
The placed instances occupy a cell area of 3230 um2. In the placement report, post-DP HPWL is listed as 4350 um. In this run the tool buffered the top-level ports with 48 buffer cells. Routability-driven placement finished with a final weighted congestion of 0.856.

The cell count after placement is 472.
cells by family (layout without fill, tap and decap cells):
group	Yosys count	count (layout)	share of synthesized area [%]
buffers and inverters	102	148	14.6
AOI/OAI and AO/OA	27	27	7.87
and+or+nand+nor	98	98	19.6
adders and majority gates	85	85	54.8
xor gates and xnor gates	9	9	3.00
through the flow:
step                hold slack [ns]  worst slack (ns)
floorplan                      3.96              2.47
global placement               4.90              1.08
detailed placement             4.93              1.07
CTS                            4.93              1.03
global route                   4.99             0.797
finish                         4.92              1.03
report_power, final:
part           internal, mW  switching [mW]  total [mW]
logic                 0.395           0.321       0.716
registers                 0               0           0
clock network             0               0           0
path summary, 6_finish.rpt:
path / endpoint / slack [ns] / cells after the start
max: result[15] / 1.03 / 16
min: result[0] / 4.92 / 3
area by class of cell:
cell class         instances  area share [%]
multi-input cells        219            69.4
well taps                105            4.07
inverters                100            11.6
repair buffers            48            14.9
metal layers:
layer  GRT usage, %  part of all wire, %  up-vias
li1               -                    -     1046
met4              0                    0        0
met3           1.22                  7.6        0
met1           18.5                   45     1034
met2           18.0                   47       62
met5              0                    0        -
layout by cell type, fill, tap and decap left out, types with 2 or more instances in the layout:
master,synthesis,routed
a211oi_1,2,2
a21oi_1,10,10
and2_1,34,34
clkdlybuf4s50_1,0,48
fa_1,50,50
ha_1,35,35
inv_1,100,100
nand2_1,36,36
nand3_1,4,4
nor2_1,10,10
nor4b_1,2,2
o21a_1,3,3
o21ai_1,2,2
xnor2_1,8,8
critical path: stages:
cell	delay (ns)
clkdlybuf4s50_1	0.65
nand2_1	0.13
fa_1	0.52
fa_1	0.56
inv_1	0.06
fa_1	0.53
inv_1	0.05
fa_1	0.52
inv_1	0.04
ha_1	0.34
o21a_1	0.16
o31a_4	0.17
o2111ai_1	0.15
a31o_1	0.27
xnor2_1	0.14
clkdlybuf4s50_1	0.48
Power is estimated from default activity; no workload was simulated.
